==> flow/run.sh <==
#!/bin/bash
# OpenROAD 26Q1-2900-gdf79404cd8, Yosys 0.63+post, stock flow scripts
make -C /OpenROAD-flow-scripts/flow DESIGN_CONFIG=/design/flow/config.mk WORK_HOME=/design/flow/orfs finish
==> flow/config.mk <==
export PLATFORM = sky130hd
export DESIGN_NAME = part2
export DESIGN_NICKNAME = part2
export VERILOG_FILES = /design/flow/design.v
export SDC_FILE = /design/flow/constraint.sdc
export NUM_CORES = 4
export LEC_CHECK = 1
export CORE_AREA = 10 10 81 81
export DIE_AREA = 0 0 91 91
==> flow/design.v <==
module part2(ClockIn, Reset, Speed, CounterValue);
    input ClockIn, Reset;
    input [1:0] Speed;
    output [3:0] CounterValue;
    reg [10:0] MAX;
        always @(Speed, Reset)
        begin
            if(Reset) MAX = 11'b1;
            else
                begin
                    case(Speed)
                        2'b00: MAX = 11'b1;
                        2'b01: MAX = 11'd499;
                        2'b10: MAX = 11'd999;
                        2'b11: MAX = 11'd1999;
                    endcase
                end
        end
   DisplayCounter u1(.Clock(ClockIn), .MAX(MAX), .CounterValue(CounterValue), .Reset(Reset));
endmodule
module RateDivider(Clock, MAX, Enable, Reset);
    input Clock, Reset;
    input [10:0] MAX;
    output Enable;
    reg [10:0] counter = 0;
    reg En = 0;
    assign Enable = En;
    always @(posedge Clock)
    begin
        if (Reset || MAX == 1)
            En <= ~En;
        else if (counter)
            begin
                counter <= counter - 1;
                En <= 0;
            end
        else
            begin
                counter <= MAX;
                En <= 1;
            end
    end
    always @(negedge Clock)
        begin
            if(Reset || MAX == 1)
                En <= ~En;
        end
endmodule
module DisplayCounter(Clock, CounterValue, MAX, Reset);
input Clock, Reset;
input [10:0] MAX;
output reg [3:0] CounterValue;
wire w1;
    RateDivider u2(.Clock(Clock), .MAX(MAX), .Enable(En), .Reset(Reset));
    always @(posedge En, posedge Reset)
        begin
            if (Reset)
                CounterValue <= 0;
            else if(CounterValue == 4'b1111)
                CounterValue <= 0;
            else
                CounterValue <= CounterValue + 1;
        end
endmodule
==> flow/constraint.sdc <==
current_design part2

set clk_period 5.2
set clk_io_pct 0.2

create_clock -name clk0 -period $clk_period [get_ports {ClockIn}]

set non_clock_inputs [all_inputs -no_clocks]
set_input_delay [expr $clk_period * $clk_io_pct] -clock clk0 $non_clock_inputs
set_output_delay [expr $clk_period * $clk_io_pct] -clock clk0 [all_outputs]
==> run summary <==
Physical implementation.

- The step where the flow halted is synthesis (1_2_yosys).
- The flow did not finish.
- After synthesis, the most frequently instantiated cells are edfxtp_1 (12), inv_1 (10), ha_1 (6), o21ai_0 (6).
- The number of distinct library cells after synthesis is 30.
- The post-synth count of flops with an enable pin is 12.
- Per the synthesis report, the XOR/XNOR share of the synthesized area is roughly 3.6%.
- The synthesized-area fraction occupied by ao, oa, aoi and oai cells is 12.1%.
- Yosys reports the multiplexer fraction of the synthesized area as under 10%.
- The post-synthesis register bit count is 17.
- Summed over its instances, the top area cell type makes up between 30% and 40% of the synthesized netlist area.
- The yosys stat cell total is 90.
- After synthesis, the largest family of logic cells by area is simple AND/OR/NAND/NOR gates.
- The first error in the log reads "ERROR: Found 1 problems in 'check -assert'".
- The post-synthesis adder-cell area fraction is roughly 7.6%.
- The number of warnings reported in the yosys synthesis log is 4.
- For this run, the register share of the synthesized area comes to between 40 and 50%.
- By area the synthesized netlist is led by edfxtp_1 (37%), dfrtp_1 (10%), ha_1 (7.6%).
- The dominant cell type by area after synthesis is edfxtp_1.
- Per the synthesis report, the simple-gate share of the synthesized area is ~17%.
- The commonest register cell after synthesis is edfxtp_1.
- The synthesized chip area reported by yosys is ~980 µm².
- The most repeated cell in the gate-level netlist after synthesis is edfxtp_1.
- Per the synth stats, the proportion of register bits with asynchronous set or reset is 23.5%.
[cell families after synthesis]
kind of cell             Yosys count
buffers and inverters             12
XOR/XNOR                           4
AND/OR/NAND/NOR                   27
adder cells (fa/ha/maj)            6
flip-flops                        17
multiplexers                       5
AND-OR/OR-AND                     19
