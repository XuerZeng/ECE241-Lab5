==> ./design.v <==
module part3 (ClockIn, Resetn, Start, Letter, DotDashOut, NewBitOut);
	input ClockIn;
	input [2:0] Letter;
	input Resetn;
	input Start;
	output NewBitOut;
	output DotDashOut;
	wire enable;
	wire [11:0] morseCode;
	wire [7:0] counter;
	mux8to1 p0(Letter[2:0], morseCode[11:0]);
	rateDivider p1(ClockIn, enable, counter, Resetn,Start);
	assign NewBitOut = enable;
	shiftRegister p2(morseCode, Resetn, ClockIn, Start, enable, DotDashOut);	
endmodule
module mux8to1 (select, morseCode);
	input [2:0] select;
	output reg[11:0] morseCode;
	always @(*)
	    begin
		case (select)
		    3'b000: morseCode = 12'b101110000000;
		    3'b001: morseCode = 12'b111010101000;
		    3'b010: morseCode = 12'b111010111010;
		    3'b011: morseCode = 12'b111010100000;
		    3'b100: morseCode = 12'b100000000000;
		    3'b101: morseCode = 12'b101011101000;
		    3'b110: morseCode = 12'b111011101000;
		    3'b111: morseCode = 12'b101010100000;
		    default: morseCode = 12'b0;
		endcase
	    end
endmodule
module rateDivider (clock, enable, counter, reset,start);
	input clock,reset,start;
	output enable;
	output reg[7:0] counter;
	always @(posedge clock)
	begin
		if(counter == 8'b0)
		begin
		    counter <= 8'd249;
		end
		else if(start == 1'b1)
		begin
		    counter <=8'b0;
		end
		else if(reset == 1'b0)
		begin
		    counter <= 8'd249;
		end
		else
		begin
		    counter <= counter - 1;
		end
	end
	assign enable = (counter == 8'b0)? 1:0;
endmodule
module shiftRegister(morse, reset,clock,start,newBit,outBit);
	input newBit, reset, clock,start;
	input [11:0] morse;
	reg [11:0] Q;
	output outBit;
	reg tempBit;
	always@ (posedge clock)
	begin
	    if(reset == 1'b0)
	    begin
		 Q<= 12'b0;
	    end	
	    else if(newBit==1'b1 && start ==0)
	    begin
		tempBit <= Q[11];
		Q <= (Q << 1);
	    end
	    else if(start == 1'b1)
	    begin
		Q <= morse;
	    end
	end
	assign outBit = tempBit;
endmodule
==> ./run.sh <==
#!/bin/bash
# OpenROAD 26Q1-2900-gdf79404cd8, Yosys 0.63+post, stock flow scripts
make -C /OpenROAD-flow-scripts/flow DESIGN_CONFIG=/design/flow/config.mk WORK_HOME=/design/flow/orfs finish
==> ./config.mk <==
export PLATFORM = sky130hd
export DESIGN_NAME = part3
export DESIGN_NICKNAME = part3
export VERILOG_FILES = /design/flow/design.v
export SDC_FILE = /design/flow/constraint.sdc
export NUM_CORES = 4
export LEC_CHECK = 1
export CORE_AREA = 10 10 81 81
export DIE_AREA = 0 0 91 91
==> ./constraint.sdc <==
current_design part3

set clk_period 3.4
set clk_io_pct 0.2

create_clock -name clk0 -period $clk_period [get_ports {ClockIn}]

set non_clock_inputs [all_inputs -no_clocks]
set_input_delay [expr $clk_period * $clk_io_pct] -clock clk0 $non_clock_inputs
set_output_delay [expr $clk_period * $clk_io_pct] -clock clk0 [all_outputs]
==> flow_summary.ini <==
; synthesis and place-and-route metrics
[status]
status = complete, no violations

[final_timing]
rsz0062_at_grt = no
fin_crit_sh_pct = 79.3
fmax_mhz = 371
setup_viol = 0
finClkSkew_ns = 0.000835
drv_slew = 0
hold_viol = 0
fin_setup_tns_ns = 0
layout_min_cycle_time_ns = 2.70
relSlewSlack_pct = 73.6
tightest_slew_ns = 0.393

[critical_path]
r2r_setup_slack_ns = 1.69
reg2reg_depth = 5
critPathKind = flip-flop to primary output
critPathMaxFanout = 17
reg2reg_to = p2.Q[5]$_SDFFE_PN0P_
end_kind = primary output
worstPathArrival_ns = 2.02
r2r-start = p1.counter[3]$_SDFF_PP1_
crit_required_ns = 2.72
startpoint_type = flip-flop

[routing]
num_vias = 722
wire_per_inst_um = 9.96
routed_wl_mm = 1.77
dr.pass1.iters = 4
drt.antenna.violating_nets = 0
drc = 0
vias_per_cell = 4.06
antenna_cells = 0
drt_iter0_drc = 45

[placement]
place_area_sq_um = 1080
place_inst = 174
dp_hpwl_mm = 1.34
port_buffers = 7
gp_congestion = 0.796

[power]
p_leak_nw = 0.458
p_per_area_nw_per_um2 = 482
irDropWorstVdd_uv = 208

[run]
max_cap_violations = 0
tool_warnings = 28

[logic_synthesis]
ys_chip_area_sq_um = 936
synthFlopType = dfxtp_1
synth-seq-cells = 20
syn_avg_cell_area_sq_um = 9.18
synth.area.top_cells = dfxtp_1 41%, nand2_1 6.8%, ha_1 6.7%
synth_top_area_share_pct = 40.6
synthCells = 102
synth.distinct_cells = 30
edf_count = 1
yosys-stat-cells = 102
common_cells = 19 x dfxtp_1, 17 x nand2_1, 10 x o21ai_0, 6 x inv_1
netlist_area_sq_um = 936
ys_async_sr_fraction_pct = 0
ys.warnings.count = 3
ys_seq_share_pct = 43.9
synthMostInstantiatedCell = dfxtp_1
yosysTopAreaCell = dfxtp_1

[final_layout]
drive_gt1_share_pct = 8.11
final_cells = 178
finalInstanceArea_sq_um = 1140
syn_to_final_growth_pct = 21.4

[cts]
ctsResizeCount = 0
post-cts-setup-buffers = 0
clock_latency_ns = 0.25
clockRootBuffer = clkbuf_8
cts-htree-levels = 1
clock_path_buffers = 2
cts_buffers = 3
cts_num_sinks = 20
clk_pin_slew_ns = 0.07
cts_hold_buf = 0
cts_tree = done

[worst_hold_path]
min-delay-start = p2.Q[11]$_SDFFE_PN0P_
min_path_type = flip-flop to flip-flop
holdPathStages = 0
hold_end = p2.tempBit$_DFFE_PP_

[grt]
grt_pass1_vias = 696
overflow = 0
grt_antenna_before_repair = 0
grt_max_degree = 18
grt_pass1_wl_mm = 3.00
grt_usage_pct = 4.17

[die]
die-height_um = 91
rows = 25
core_area_sq_um = 4820
io_pins = 8
die_area_sq_um = 8280
initCoreUtil_pct = 19.4
die_x_um = 91
==> layout by cell type, fill, tap and decap left out, drive strengths merged, types with 5 or more instances in the layout <==
master / Yosys / final
nand2: 17 / 17
mux2i: 5 / 5
ha: 5 / 5
nor3: 5 / 5
inv: 6 / 6
clkdlybuf4s50: 0 / 7
nor2: 5 / 5
o21ai: 10 / 10
dfxtp: 19 / 19
==> per-layer routing <==
layer | GRT usage, % | wire length, um | vias to the layer above
met3 | 1.16 | 89 | 2
met4 | 1.17 | 25 | 0
met5 | 0 | 0 | -
met2 | 5.91 | 737 | 15
li1 | - | - | 377
met1 | 6.05 | 919 | 328
==> power by group <==
group	internal, W	switching (W)	leakage, nW	total [W]
combinational	0.0000439	0.0000516	0.263	0.0000955
sequential	0.000258	0.0000202	0.167	0.000278
clock	0.000103	0.0000709	0.0288	0.000174
total	0.000405	0.000143	0.458	0.000547
==> worst max path at each step <==
stage / startpoint / cells after the start / slack [ns] / endpoint
4_1_cts: p1.counter[3]$_SDFF_PP1_ / 4 / 0.69 / NewBitOut
5_1_grt: p1.counter[3]$_SDFF_PP1_ / 4 / 0.57 / NewBitOut
6_report: p1.counter[3]$_SDFF_PP1_ / 4 / 0.70 / NewBitOut
==> worst max-delay path, stage by stage, from the launching register on <==
cell and delay [ns]:
dfxtp_1 0.37, nor4_4 0.45, nand3_4 0.29, clkinv_4 0.17
clkdlybuf4s50_1 0.48
==> kinds of logic after synthesis <==
logic type | count (synthesis) | share of synthesized area, %
buffers and inverters | 10 | 4.68
AOI/OAI and AO/OA | 26 | 17.8
xor gates and xnor gates | 3 | 2.81
adders and majority gates | 5 | 6.68
DFF | 20 | 43.8
muxes | 5 | 5.35
and+or+nand+nor | 33 | 18.9
==> through the flow <==
| stage | setup slack, ns | hold slack (ns) | total power, W | utilization (%) |
|---|---|---|---|---|
| 2_1_floorplan | 1.66 | 0.408 | 0.000353 | - |
| 3_3_place_gp | 0.997 | 0.427 | 0.000380 | 22.4 |
| 3_5_place_dp | 0.972 | 0.417 | 0.000378 | 22.4 |
| 4_1_cts | 0.690 | 0.446 | 0.000555 | 23.6 |
| 5_1_grt | 0.574 | 0.474 | 0.000580 | 23.6 |
| 6_report | 0.704 | 0.441 | 0.000547 | 23.6 |
==> cell type report <==
type / count / area [sq um]
fillers: 539 / 3680
repair buffers: 7 / 70.1
flip-flops and latches: 20 / 410
multi-input cells: 72 / 482
inverters: 8 / 35.0
clock buffers: 4 / 55.1
well taps: 67 / 83.8
==> registers in the layout, summed over array words and instances (netlist names) <==
name / cells
p2.Q: 11
p1.counter: 8
p2.tempBit: 1
No activity file was given, so power comes from the tool's default toggle rates.
